`flow/config.mk`:
```
export PLATFORM = sky130hd
export DESIGN_NAME = sseg_top
export DESIGN_NICKNAME = sseg_top
export VERILOG_FILES = /design/flow/design.v
export SDC_FILE = /design/flow/constraint.sdc
export NUM_CORES = 4
export LEC_CHECK = 1
export CORE_AREA = 10 10 70 70
export DIE_AREA = 0 0 80 80
```
`flow/constraint.sdc`:
```
current_design sseg_top

set clk_period 1.0
set clk_io_pct 0.2

create_clock -name clk0 -period $clk_period

set non_clock_inputs [all_inputs -no_clocks]
set_input_delay [expr $clk_period * $clk_io_pct] -clock clk0 $non_clock_inputs
set_output_delay [expr $clk_period * $clk_io_pct] -clock clk0 [all_outputs]
```
`flow/design.v`:
```
`timescale 1ns / 1ps
module sseg_display (
    input [3:0] hex,
    output reg [6:0] seg
    );
    always @*
    begin
        case(hex)
            4'h0: seg[6:0] = 7'b1000000;     
            4'h1: seg[6:0] = 7'b1111001;     
            4'h2: seg[6:0] = 7'b0100100;     
            4'h3: seg[6:0] = 7'b0110000;     
            4'h4: seg[6:0] = 7'b0011001;     
            4'h5: seg[6:0] = 7'b0010010;     
            4'h6: seg[6:0] = 7'b0000010;     
            4'h7: seg[6:0] = 7'b1111000;     
            4'h8: seg[6:0] = 7'b0000000;     
            4'h9: seg[6:0] = 7'b0010000;     
            4'ha: seg[6:0] = 7'b0001000;     
            4'hb: seg[6:0] = 7'b0000011;     
            4'hc: seg[6:0] = 7'b1000110;     
            4'hd: seg[6:0] = 7'b0100001;     
            4'he: seg[6:0] = 7'b0000110;     
            default: seg[6:0] = 7'b0001110;  
        endcase
    end
endmodule
module sseg_top(
    input clk,
    input [3:0] sw,
    output [6:0] seg,
    output [3:0] an
    );
    assign an = 4'b1110;
    sseg_display display(.hex(sw), .seg(seg));
endmodule
```
`flow/run.sh`:
```
#!/bin/bash
# OpenROAD 26Q1-2900-gdf79404cd8, Yosys 0.63+post, stock flow scripts
make -C /OpenROAD-flow-scripts/flow DESIGN_CONFIG=/design/flow/config.mk WORK_HOME=/design/flow/orfs finish
```
==> impl_metrics.xml <==
<?xml version="1.0" encoding="UTF-8"?>
<metrics>
  <group name="synthesis">
    <metric name="synth_warnings" unit="">1</metric>
    <metric name="synth.yosys.seq_area_share" unit="%">0</metric>
    <metric name="top_cell" unit="">sky130_fd_sc_hd__ha_1</metric>
    <metric name="netlist-cell-type-count" unit="">20</metric>
    <metric name="synth.largest_area_cell" unit="">sky130_fd_sc_hd__ha_1</metric>
    <metric name="yosys-stat-cells" unit="">41</metric>
    <metric name="cell_count_after_synthesis" unit="">41</metric>
    <metric name="synth_top_area_share" unit="%">30.7</metric>
    <metric name="post_synth_instance_area" unit="sq um">285</metric>
    <metric name="synth.top_cells.by_count" unit="">sky130_fd_sc_hd__ha_1 (7), sky130_fd_sc_hd__nand2_1 (6), sky130_fd_sc_hd__buf_4 (4)</metric>
    <metric name="yosys-stat-area" unit="sq um">285</metric>
    <metric name="synth_area_per_cell" unit="sq um">6.96</metric>
    <metric name="netlist_top_cells_area" unit="">sky130_fd_sc_hd__ha_1 (31%), sky130_fd_sc_hd__buf_4 (11%), sky130_fd_sc_hd__nand2_1 (7.9%)</metric>
  </group>
  <group name="final_timing">
    <metric name="clock.fmax" unit="MHz">822</metric>
    <metric name="final.min_clock_period" unit="ns">1.22</metric>
    <metric name="hold_viol" unit="">0</metric>
    <metric name="worst_hold_slack" unit="ns">0.845</metric>
    <metric name="min_setup_slack_post_route" unit="ns">-0.217</metric>
    <metric name="fin_crit_sh" unit="%">122</metric>
    <metric name="unrepaired_setup_endpoints_after_global_routing" unit="">yes</metric>
    <metric name="slew_viol_final" unit="">0</metric>
    <metric name="timing.final.setup_violations" unit="">7</metric>
  </group>
  <group name="floorplanning">
    <metric name="rows" unit="">21</metric>
    <metric name="boundaryPins" unit="">16</metric>
    <metric name="fp.dieH" unit="um">80</metric>
    <metric name="design.core.area" unit="sq um">3420</metric>
    <metric name="floorplan.core_util" unit="%">8.35</metric>
    <metric name="chipWidth" unit="um">80</metric>
    <metric name="fp.dieArea" unit="sq um">6400</metric>
  </group>
  <group name="routing">
    <metric name="routedWlPerCell" unit="um">9.80</metric>
    <metric name="drt-pass1-iter-count" unit="">4</metric>
    <metric name="antenna-diode-count" unit="">0</metric>
    <metric name="ant_nets" unit="">0</metric>
    <metric name="vias_per_cell" unit="">3.07</metric>
    <metric name="route.final.wire_length" unit="um">1020</metric>
    <metric name="vias" unit="">319</metric>
    <metric name="drc_errors" unit="">0</metric>
    <metric name="drt_first_iter_violations" unit="">20</metric>
  </group>
  <group name="cells_and_area">
    <metric name="seq_area" unit="sq um">0</metric>
    <metric name="ff_count" unit="">0</metric>
    <metric name="post_route_cells_drive_above_1_share" unit="%">67.2</metric>
    <metric name="instances_no_fill" unit="">104</metric>
    <metric name="fillerInstances" unit="">375</metric>
    <metric name="syn_to_final_growth" unit="%">108</metric>
    <metric name="clk_buf" unit="">0</metric>
    <metric name="layout.area.comb" unit="sq um">339</metric>
  </group>
  <group name="placed_design">
    <metric name="hpwl_detailed" unit="um">705</metric>
    <metric name="io_buffer_count" unit="">11</metric>
    <metric name="gpl.final_weighted_congestion" unit="">0.781</metric>
    <metric name="dpl.cell_count" unit="">102</metric>
  </group>
  <group name="grt">
    <metric name="number_of_antenna_violations_at_the_first_check_in_global_routing" unit="">0</metric>
    <metric name="grt_max_degree" unit="">9</metric>
    <metric name="globalRouteOverflowTotal" unit="">0</metric>
    <metric name="grt_usage" unit="%">3.14</metric>
    <metric name="grt_first_pass_wirelength" unit="um">1690</metric>
    <metric name="first_global_vias" unit="">342</metric>
  </group>
  <group name="flow_run">
    <metric name="warnings" unit="">41</metric>
    <metric name="drv_cap" unit="">0</metric>
  </group>
  <group name="pwr">
    <metric name="seqPwrFrac" unit="%">0</metric>
    <metric name="power.static_leakage" unit="nW">0.254</metric>
    <metric name="ir_drop" unit="uV">70.1</metric>
    <metric name="share_clk_of_total_power" unit="%">0</metric>
    <metric name="power_frac_comb" unit="%">100.0</metric>
    <metric name="switching_share" unit="%">45.2</metric>
    <metric name="power_per_standard_cell_area" unit="nW/um^2">354</metric>
    <metric name="internal-power" unit="uW">115</metric>
    <metric name="p_switching" unit="uW">94.8</metric>
  </group>
  <group name="outcome">
    <metric name="violations" unit="">negative setup slack</metric>
    <metric name="outcome" unit="">finished with violations</metric>
  </group>
  <group name="setup_path">
    <metric name="cp_num_buf_inv" unit="">3</metric>
    <metric name="critical-path-slowest-cell" unit="">sky130_fd_sc_hd__or2_4</metric>
    <metric name="critical_path_peak_fanout" unit="">4</metric>
    <metric name="required" unit="ns">0.80</metric>
    <metric name="worstPathCellList" unit="">buf_8 -&gt; inv_6 -&gt; ha_4 -&gt; or2_4 -&gt; a21oi_2 -&gt; a31oi_1 -&gt; buf_2</metric>
    <metric name="critPathArrivalTime" unit="ns">1.02</metric>
    <metric name="timing.critical_path.slowest_cell_delay" unit="ns">0.23</metric>
    <metric name="worst_path_dominant_cell_family" unit="">buffers and inverters</metric>
    <metric name="cp-start-kind" unit="">input port</metric>
    <metric name="cp-end-kind" unit="">output port</metric>
    <metric name="critical_path_class" unit="">input port to output port</metric>
  </group>
  <group name="min_path">
    <metric name="min_path_type" unit="">input port to output port</metric>
    <metric name="hold_path_depth" unit="">4</metric>
    <metric name="endpoint_of_the_worst_hold_path" unit="">seg[1]</metric>
    <metric name="hp-start" unit="">sw[2]</metric>
  </group>
  <group name="cts">
    <metric name="cts.hold.buffers_added" unit="">0</metric>
  </group>
</metrics>
[logic make-up after synthesis]
family,Yosys count,share of synthesized area (%)
other,2,2.63
AND-OR/OR-AND,12,25.0
multiplexers,2,7.46
adder cells (fa/ha/maj),7,30.7
AND/OR/NAND/NOR,9,14.0
buffers and inverters,9,20.2
[tightest hold or removal path: stages]
cell	delay (ns)
sky130_fd_sc_hd__buf_2	0.16
sky130_fd_sc_hd__nand2_2	0.11
sky130_fd_sc_hd__o21ai_2	0.06
sky130_fd_sc_hd__buf_2	0.10
[how the worst max path moves through the flow]
stage                 startpoint  cells after the start  endpoint  slack (ns)
final                      sw[1]                      7    seg[3]       -0.22
after global routing       sw[1]                      7    seg[3]       -0.25
after CTS                  sw[1]                      7    seg[3]       -0.20
[layout make-up]
| cell class | instances | area share (%) |
|---|---|---|
| multi-input cells | 34 | 57.2 |
| repair buffers | 21 | 29.5 |
| well taps | 46 | 9.70 |
| inverters | 3 | 3.59 |
[power by group through the flow]
| stage | registers (mW) | logic, mW | clock network [mW] |
|---|---|---|---|
| after global routing | 0 | 0.233 | 0 |
| final | 0 | 0.210 | 0 |
| after CTS | 0 | 0.203 | 0 |
[timing repair]
action,in CTS,in global routing
resized,70,3
pin swaps,8,2
setup buffers,1,0
setup endpoints to repair,7,7
gates cloned,1,0
[stage by stage]
step | power [mW] | instance area, sq um | setup slack [ns] | TNS (ns) | util, %
after floorplan | 0.0778 | 302 | 0.0404 | 0 | -
after global placement | 0.172 | 483 | -1.17 | -7.40 | 14.1
after detailed placement | 0.171 | 483 | -1.15 | -7.30 | 14.1
after CTS | 0.203 | 582 | -0.200 | -1.15 | 17.0
after global routing | 0.233 | 593 | -0.249 | -1.44 | 17.4
final | 0.210 | 593 | -0.217 | -1.11 | 17.4
[placed cells by master, fill, tap and decap left out]
master                          synthesis  routed
sky130_fd_sc_hd__buf_12                 0       1
sky130_fd_sc_hd__inv_6                  0       2
sky130_fd_sc_hd__ha_2                   0       1
sky130_fd_sc_hd__buf_4                  4       5
sky130_fd_sc_hd__o22ai_1                2       2
sky130_fd_sc_hd__conb_1                 2       4
sky130_fd_sc_hd__nand2_4                0       1
sky130_fd_sc_hd__mux2_4                 0       1
sky130_fd_sc_hd__buf_8                  0       2
sky130_fd_sc_hd__nand2b_1               1       1
sky130_fd_sc_hd__mux2i_1                1       1
sky130_fd_sc_hd__o21ai_1                2       3
sky130_fd_sc_hd__buf_6                  1       3
sky130_fd_sc_hd__nand3_1                1       1
sky130_fd_sc_hd__buf_2                  1       9
sky130_fd_sc_hd__ha_1                   7       1
sky130_fd_sc_hd__a21oi_2                0       1
sky130_fd_sc_hd__o21a_1                 1       1
sky130_fd_sc_hd__a31oi_1                1       1
sky130_fd_sc_hd__ha_4                   0       5
sky130_fd_sc_hd__or2_4                  0       1
sky130_fd_sc_hd__nand2_2                0       4
sky130_fd_sc_hd__inv_1                  3       1
sky130_fd_sc_hd__dlygate4sd2_1          0       1
sky130_fd_sc_hd__nand2_1                6       1
sky130_fd_sc_hd__a21boi_2               0       1
sky130_fd_sc_hd__o21ai_2                0       2
sky130_fd_sc_hd__o211ai_1               1       1
[metal layers]
layer | up-vias | share of wire (%) | global-route usage [%]
met5 | - | 0 | 0
met4 | 0 | 0 | 0
met3 | 0 | 4.3 | 0.341
met2 | 9 | 44 | 5.06
met1 | 146 | 52 | 4.61
li1 | 164 | - | -
No activity file was given, so power comes from the tool's default toggle rates.
